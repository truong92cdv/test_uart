**flow/constraint.sdc**
```tcl
current_design top

set clk_period 2.7
set clk_io_pct 0.2

create_clock -name clk0 -period $clk_period [get_ports {BTN}]
create_clock -name clk1 -period $clk_period [get_ports {CLK}]

set non_clock_inputs [all_inputs -no_clocks]
set_input_delay [expr $clk_period * $clk_io_pct] -clock clk0 $non_clock_inputs
set_output_delay [expr $clk_period * $clk_io_pct] -clock clk0 [all_outputs]
```
**flow/run.sh**
```bash
#!/bin/bash
# OpenROAD 26Q1-2900-gdf79404cd8, Yosys 0.63+post, stock flow scripts
make -C /OpenROAD-flow-scripts/flow DESIGN_CONFIG=/design/flow/config.mk WORK_HOME=/design/flow/orfs finish
```
**flow/design.v**
```verilog
module BaudGenT(
    input wire          reset_n,
    input wire          clock,
    input wire [1:0]    baud_rate,
    output reg          baud_clk
);
    localparam          clock_freg  = 100_000_000;    
    localparam          BAUD_2400   = 2'b00,
                        BAUD_4800   = 2'b01,
                        BAUD_9600   = 2'b10,
                        BAUD_19200  = 2'b11;
    reg [14:0]          count;
    reg [14:0]          max_count;
    always @(*) begin
        case (baud_rate)
            BAUD_2400:  max_count = 15'd20833;        
            BAUD_4800:  max_count = 15'd10416;     
            BAUD_9600:  max_count = 15'd5208;     
            BAUD_19200: max_count = 15'd2604;      
            default:    max_count = 15'd5208;        
        endcase
    end
    always @(posedge clock or negedge reset_n) begin
        if (!reset_n) begin
            count <= 15'd0;
            baud_clk <= 1'b0;
        end else begin
            if (count == max_count) begin
                count <= 15'd0;
                baud_clk <= ~baud_clk;
            end else begin
                count <= count + 1'b1;
            end
        end
    end
endmodule
module PISO(
    input wire          reset_n,
    input wire          send,
    input wire          baud_clk,
    input wire          parity_bit,
    input wire [7:0]    data_in,
    output reg          data_tx,
    output reg          active_flag,
    output reg          done_flag
);
    localparam          IDLE    = 1'b0, 
                        ACTIVE  = 1'b1;
    reg                 STATE = IDLE;
    reg [3:0]           count = 0;
    wire [10:0]         data_out;
    assign data_out = {1'b1, parity_bit, data_in, 1'b0};
    always @(posedge baud_clk or negedge reset_n) begin
        if (!reset_n) begin
            STATE <= IDLE;
            data_tx <= 1'b1;
            active_flag <= 1'b0;
            done_flag <= 1'b0;
        end else begin
            case (STATE)
                IDLE: begin
                    if (send) STATE <= ACTIVE;
                        else STATE <= IDLE;
                    data_tx <= 1'b1;
                    active_flag <= 1'b0;
                    count <= 4'd0;
                end
                ACTIVE: begin
                    if (count == 11) begin
                        STATE <= IDLE;
                        data_tx <= 1'b1;
                        active_flag <= 1'b0;
                        done_flag <= 1'b1;  
                        count <= 0;
                    end else begin
                        STATE <= ACTIVE;
                        data_tx <= data_out[count];
                        active_flag <= 1'b1;
                        done_flag <= 1'b0;
                        count <= count + 1'b1;
                    end
                end
            endcase
        end
    end
endmodule
module Parity(
    input wire          reset_n,
    input wire [7:0]    data_in,
    input wire [1:0]    parity_type,
    output reg          parity_bit
);
    localparam          ODD = 2'b01,
                        EVEN = 2'b10;
    always @(*) begin
        if (!reset_n) parity_bit = 1'b1;
        else begin
            case (parity_type)
                ODD:        parity_bit = ~^data_in;
                EVEN:       parity_bit = ^data_in;
                default:    parity_bit = 1'b1;
            endcase
        end                
    end
endmodule
module TxUnit(
    input wire          reset_n,        
    input wire          send,           
    input wire          clock,          
    input wire  [1:0]   parity_type,    
    input wire  [1:0]   baud_rate,      
    input wire  [7:0]   data_in,        
    output        data_tx,              
    output        active_flag,          
    output        done_flag             
);
wire parity_bit_w;
wire baud_clk_w;
BaudGenT BaudGenT_module(
    .reset_n(reset_n),
    .clock(clock),
    .baud_rate(baud_rate),
    .baud_clk(baud_clk_w)
);
Parity Parity_module(
    .reset_n(reset_n),
    .data_in(data_in),
    .parity_type(parity_type),
    .parity_bit(parity_bit_w)
);
PISO PISO_module(
    .reset_n(reset_n),
    .send(send),
    .baud_clk(baud_clk_w),
    .data_in(data_in),
    .parity_bit(parity_bit_w),
    .data_tx(data_tx),
    .active_flag(active_flag),
    .done_flag(done_flag)
);
endmodule
module top(
    input       CLK,
    input       BTN,
    output      TX
);
    reg       reset_n       = 1;             
    reg       send          = 1;
    reg [1:0] parity_type   = 2'b01;         
    reg [1:0] baud_rate     = 2'b10;         
    reg [7:0] data_in; 
    wire      data_tx;
    TxUnit ForTest(
        .reset_n(reset_n),
        .send(send), 
        .clock(CLK),
        .parity_type(parity_type),
        .baud_rate(baud_rate),
        .data_in(data_in),
        .data_tx(data_tx),
        .active_flag(active_flag),
        .done_flag(done_flag)
    );
    assign TX = data_tx;
    always @(posedge BTN) begin
        data_in <= 8'd84;            
    end
endmodule
```
**flow/config.mk**
```make
export PLATFORM = sky130hd
export DESIGN_NAME = top
export DESIGN_NICKNAME = top
export VERILOG_FILES = /design/flow/design.v
export SDC_FILE = /design/flow/constraint.sdc
export NUM_CORES = 4
export LEC_CHECK = 1
export CORE_AREA = 10 10 87 87
export DIE_AREA = 0 0 97 97
```
==> results.txt <==
Synthesis and place-and-route results.

- The starting utilization of the core area is 16.9%.
- The post-synthesis average cell area is 9.91 um2.
- The number of buffers created by CTS is 3.
- Traced cell by cell, the critical path runs through inv_1 -> ha_1 -> or4b_1 -> nor4_4.
- The category of the worst setup path capture point is a register.
- The remaining global-route overflow is 0.
- Buffers inserted to repair hold after CTS numbered 0.
- The buffers inserted during post-CTS setup optimization is 0.
- 7 endpoints have no timing constraint.
- The area of the placeable core is 0.00564 mm2.
- The required time at the worst endpoint is listed as 2.59 ns.
- The total power draw is 0.417 mW.
- The number of distinct library cells after synthesis is 29.
- The total of endpoints with negative setup slack in the final report is 0.
- The stat command in Yosys gives a chip area of 951 um2.
- Hold-check failures listed in the final report amount to 0.
- The number of register bits inferred by synthesis is 22.
- The kind of critical path is reg2reg.
- In this run, the number of DRC markers left after iteration 0 of detailed routing was 12.
- After routing the design area is 0.00110 mm2.
- The number of antenna violations at the first check in global routing is 0.
- Per the summary, power density relative to cell area is 380 mW/mm2.
- Across all checked pins, the minimum headroom to the slew limit is 65.6%.
- Looking at the clock tree report, the H-tree level count equals 1.
- The area growth from synthesis to layout is 15.3%.
- The number of slew-limit violations in the final report is 0.
- The clock transition at the register clock pins on the worst setup and hold paths after CTS is 0.06 ns.
- The actual slew at the worst max-slew pin is 0.512 ns.
- According to the I/O placement log, the pin count is 3.
- For this design, Yosys synthesis ends with a cell count of 96.
- Counting flops with a built-in enable in the synthesized netlist gives 1.
- For this design the static power due to leakage is 0.382 nW.
- The timer found 6 register pins that no clock reaches; their paths are not timed.
- The via count of the first global-routing pass is 605.
- From left edge to right edge, the die measures 97 um.
- On the worst path, the slowest cell contributes a delay of 0.48 ns.
- The global routing report lists combined usage of all routing layers as 3.10%.
- The placed wire-length estimate after detailed placement is 1.05 mm.
- The pin count of the biggest net entering global routing is 10.
- The area of the mapped netlist is 951 um2.
- The share of synthesized registers carrying an async set or reset is 0%.
- STA classifies the critical path startpoint as a register.
- VDD sags by at most 0.302 mV.
- sky130_fd_sc_hd__dfxtp_1 takes more of the synthesized area than any other cell.
- OpenROAD emitted warnings numbering 29.
- Once detail routing completed, the nets flagged for antenna violations numbered 0.
- The die is 97 um tall.
- For the worst setup path, the data arrival time is 1.72 ns.
- Sorting the synthesized cells by area gives the leading types as sky130_fd_sc_hd__dfxtp_1 (44%), sky130_fd_sc_hd__xor2_1 (5.5%), sky130_fd_sc_hd__ha_1 (5.3%).
- The number of remaining DRC errors is 0.
- The post-route clock skew is 0.00534 ns.
- The number of placement rows is 27.
- The weighted congestion at the end of routability-driven global placement is 0.822.
- Gates resized during post-CTS repair numbered 0.
- Clock tree synthesis selected as its root buffer the cell sky130_fd_sc_hd__clkbuf_8.
- In this run the deepest clock path goes through 2 buffers.
- TritonCTS built the clock tree.
- The post-placement cell area is 0.00105 mm2.
- The sequential area share after synthesis is 47.4%.
- TritonRoute output was used to compute an average wire per cell of 8.37 um.
- The largest individual stage delay along the critical path comes from the cell sky130_fd_sc_hd__nor4_4.
- The via total after detailed routing is 657.
- The largest fanout on the critical path is 9.
- Synthesis produced a netlist whose cell count is 96.
- The total of warnings raised by yosys is 6.
- The number of input and output port buffers inserted is 1.
- In the final layout, the share of cells above drive strength 1 is 5.94%.
- Post-synth the commonest register cell is sky130_fd_sc_hd__dfxtp_1.
- Per the detail_route report, inserted antenna diodes total 0.
- The min-delay analysis places its worst path in the category reg2reg.
- The final-layout setup total negative slack is 0 ns.
- The overall chip area is 0.00941 mm2.
- Setup repair after global routing left no endpoint under its margin.
- The total wire length is 1.45 mm.
- Cells fill 19.4% of the core in the end.
- The length of the first detailed-routing pass in iterations is 4.
- The run finished with clean final reports.
- The number of maximum-capacitance violations recorded for the run is 0.
- The detailed-route vias per instance is 3.80.
- The first-pass GRT wire length is 2.65 mm.
- The area fraction of the largest cell type after synthesis is 44.2%.
[where the power goes]
group          switching (mW)  leakage (nW)  internal (mW)
Clock                  0.0741        0.0228          0.104
Sequential                  0         0.181          0.238
Combinational               0         0.179              0
Total                  0.0741         0.382          0.343
[area by class of cell]
cell class	count	area [um2]
fillers	605	4550
multi-input cells	68	478
flip-flops and latches	22	450
well taps	72	90.1
clock buffers	4	45.0
inverters	6	22.5
repair buffers	1	10.0
[metal layers]
layer	global-route usage (%)	vias to the layer above	share of wire, %
met4	0.338	0	0.62
met5	0	-	0
met1	4.36	284	56
li1	-	356	-
met2	4.60	15	36
met3	1.07	2	6.8
[layout by cell type, fill, tap and decap left out, types with 2 or more instances in the layout]
cell type,synthesis,routed
sky130_fd_sc_hd__dfxtp_1,21,21
sky130_fd_sc_hd__nor2_1,10,10
sky130_fd_sc_hd__inv_1,6,6
sky130_fd_sc_hd__xor2_1,6,6
sky130_fd_sc_hd__nand2_1,5,5
sky130_fd_sc_hd__nand4_1,5,5
sky130_fd_sc_hd__nor4_1,5,5
sky130_fd_sc_hd__xnor2_1,4,4
sky130_fd_sc_hd__a21oi_1,4,4
sky130_fd_sc_hd__ha_1,4,4
sky130_fd_sc_hd__nor3_1,3,3
sky130_fd_sc_hd__clkbuf_8,0,3
sky130_fd_sc_hd__nand3_1,2,2
sky130_fd_sc_hd__nor2b_1,2,2
sky130_fd_sc_hd__a21boi_0,2,2
sky130_fd_sc_hd__o21ai_0,2,2
sky130_fd_sc_hd__and4_1,2,2
[per-stage QoR]
step / hold WS (ns) / instances / worst slack (ns)
4_1_cts: 0.466 / 173 / 0.861
2_1_floorplan: 0.424 / 96 / 0.999
5_1_grt: 0.483 / 173 / 0.753
6_report: 0.462 / 173 / 0.868
3_3_place_gp: 0.449 / 169 / 0.889
3_5_place_dp: 0.451 / 169 / 0.861
[kinds of logic after synthesis]
group,count (synthesis),synth area share [%]
DFF,22,47.4
muxes,1,1.05
AOI/OAI and AO/OA,10,6.32
adders and majority gates,4,5.26
xor gates and xnor gates,10,9.21
buffers and inverters,6,2.37
and+or+nand+nor,43,28.4
[critical path: cells and delay by family (launching register included)]
family | cells | cell delay (ns)
adder cells (fa/ha/maj) | 1 | 0.12
buffers and inverters | 1 | 0.06
flip-flops | 1 | 0.33
AND/OR/NAND/NOR | 2 | 0.95
[cell usage after synthesis, types with 3 or more instances]
| cell | number |
|---|---|
| sky130_fd_sc_hd__nor4_1 | 5 |
| sky130_fd_sc_hd__nor2_1 | 10 |
| sky130_fd_sc_hd__inv_1 | 6 |
| sky130_fd_sc_hd__nand4_1 | 5 |
| sky130_fd_sc_hd__nor3_1 | 3 |
| sky130_fd_sc_hd__ha_1 | 4 |
| sky130_fd_sc_hd__dfxtp_1 | 21 |
| sky130_fd_sc_hd__a21oi_1 | 4 |
| sky130_fd_sc_hd__nand2_1 | 5 |
| sky130_fd_sc_hd__xnor2_1 | 4 |
| sky130_fd_sc_hd__xor2_1 | 6 |
[worst paths after layout]
check / depth (start not counted) / slack, ns / start / end
max: 4 / 0.87 / ForTest.BaudGenT_module.count[0]$_SDFF_PN0_ / ForTest.BaudGenT_module.baud_clk$_DFFE_PN_
min: 1 / 0.46 / ForTest.BaudGenT_module.count[14]$_SDFF_PN0_ / ForTest.BaudGenT_module.count[14]$_SDFF_PN0_
max reg2reg: 4 / 0.87 / ForTest.BaudGenT_module.count[0]$_SDFF_PN0_ / ForTest.BaudGenT_module.baud_clk$_DFFE_PN_
min reg2reg: 1 / 0.46 / ForTest.BaudGenT_module.count[14]$_SDFF_PN0_ / ForTest.BaudGenT_module.count[14]$_SDFF_PN0_
[sequential cells by signal (all words and copies together), names as in the netlist]
signal	flops
ForTest.PISO_module.data_tx	1
ForTest.BaudGenT_module.baud_clk	1
ForTest.PISO_module.STATE	1
ForTest.BaudGenT_module.count	15
ForTest.PISO_module.count	4
Power is estimated from default activity; no workload was simulated.
